==> run.sh <==
#!/bin/bash
# OpenROAD 26Q1-2900-gdf79404cd8, Yosys 0.63+post, stock flow scripts
make -C /OpenROAD-flow-scripts/flow DESIGN_CONFIG=/design/flow/config.mk WORK_HOME=/design/flow/orfs finish
==> config.mk <==
export PLATFORM = sky130hd
export DESIGN_NAME = uart
export DESIGN_NICKNAME = uart
export VERILOG_FILES = /design/flow/design.v
export SDC_FILE = /design/flow/constraint.sdc
export NUM_CORES = 4
export LEC_CHECK = 1
export CORE_AREA = 10 10 101 101
export DIE_AREA = 0 0 111 111
==> constraint.sdc <==
current_design uart

set clk_period 2.3
set clk_io_pct 0.2

create_clock -name clk0 -period $clk_period [get_ports {clk}]

set non_clock_inputs [all_inputs -no_clocks]
set_input_delay [expr $clk_period * $clk_io_pct] -clock clk0 $non_clock_inputs
set_output_delay [expr $clk_period * $clk_io_pct] -clock clk0 [all_outputs]
==> design.v <==
module baudgen #(
 parameter baud_rate = 9600,        
 parameter clock_freq = 50000000    
 ) (
     input clk,rst,
	 output reg baud_tick
);
localparam ticks = clock_freq/ (baud_rate * 16);   
reg [$clog2(ticks)-1:0] baud_counter;
   always @(posedge clk or posedge rst) begin
        if(rst) begin
          baud_counter <=0;
		  baud_tick    <=0;
        end else begin
            if(baud_counter == ticks-1) begin   
               baud_counter <=0;
			   baud_tick    <=1;
			end else begin
                baud_counter <=baud_counter +1;
				baud_tick    <=0;
			end
		end
    end
endmodule
module uart #(
    parameter BAUD_RATE = 9600,
    parameter CLOCK_FREQ = 50000000
)(
    input clk,
    input rst,
    input rx,
    output tx,
    input [7:0] tx_data_in,
    input start_tx,
    output tx_done,
    output [7:0] rx_data_out,
    output rx_done
);
    wire baud_tick;
    baudgen #(
        .baud_rate(BAUD_RATE),
        .clock_freq(CLOCK_FREQ)
    ) baud_generator (
        .clk(clk),
        .rst(rst),
        .baud_tick(baud_tick)
    );
    uart_tx transmitter (
        .clk(clk),
        .rst(rst),
        .start_tx(start_tx),
        .baud_tick(baud_tick),
        .data_in(tx_data_in),
        .tx_done(tx_done),
        .tx_line(tx)
    );
    uart_rx receiver (
        .clk(clk),
        .rst(rst),
        .baud_tick(baud_tick),
        .rx(rx),
        .rx_done(rx_done),
        .data_out(rx_data_out)
    );
endmodule
module uart_rx (
    input rx,
    input clk, rst, baud_tick,
    output reg rx_done,
    output reg [7:0] data_out
);
    parameter [3:0] idle = 4'b0001,
                    start = 4'b0010,
                    data = 4'b0100,
                    stop = 4'b1000;
    reg [3:0] ps, ns;
    reg [3:0] tick_counter;      
    reg [3:0] bit_index;
    reg [7:0] rx_data;
    always @(posedge clk or posedge rst) begin
        if (rst) begin
            ps <= idle;
            tick_counter <= 0;
            bit_index <= 0;
        end else begin
            ps <= ns;
        end
    end
    always @(*) begin
        case (ps)
            idle: begin
                if (~rx) begin    
                    ns = start;
                end else begin
                    ns = idle;
                end
            end
            start : begin
                if (baud_tick) begin
                    if (tick_counter == 7) begin
                        ns = data;
                    end else begin
                        ns = start;
                    end
                end
            end
            data : begin
                if (baud_tick) begin
                    if (bit_index > 7) begin
                        ns = stop;
                    end else begin
                        ns = data;                        
                    end
                end else begin
                    ns = data; 
                end
            end
            stop : begin
                if (baud_tick) begin
                    if (tick_counter ==7) begin
                            ns = idle;
                    end else begin
                            ns = stop;
                        end
                end else begin
                    ns = stop;
                end
            end
            default : ns = idle;
        endcase
    end
    always @(posedge clk ) begin
        if (rst) begin
            tick_counter <=0;
            bit_index <= 0 ;
            rx_done <= 0;
            rx_data <= 0;
            data_out <= 0;
        end else begin
            case (ps)
            idle: begin
                if (baud_tick) begin
                    rx_done <= 0;
                    tick_counter <=0;
                    bit_index <= 0 ;
                    rx_data <= 'bz;
                end
            end 
            start : begin
                rx_done <=0;
                if (baud_tick) begin
                    if (tick_counter ==7) begin
                        tick_counter <= 0;
                    end else begin
                        tick_counter <= tick_counter + 1;
                    end
                end
            end
            data : begin
                if (baud_tick) begin
                    if (bit_index < 8) begin
                        if (tick_counter == 7) begin
                            rx_data [bit_index] <= rx;
                            tick_counter <= tick_counter + 1;
                    end
                    if (tick_counter == 15) begin
                        bit_index <= bit_index + 1;
                        tick_counter <=0;
                    end else begin
                        tick_counter <= tick_counter + 1;
                    end
                    end else begin
                        tick_counter <= 0;
                        bit_index <= 0;
                    end
                end    
            end
            stop : begin
                rx_done <= 0 ;
                if (baud_tick) begin
                    if(tick_counter==7) begin
                        data_out <= rx_data;
                        rx_done <= 1;                        
                        tick_counter<=0;                        
                    end else begin
                        tick_counter <= tick_counter + 1;
                    end
                end
            end
            default: begin
                rx_done <= 0;
                bit_index <= 0;
                tick_counter<=0;
            end
        endcase
        end
    end
endmodule
module uart_tx(
  input [7:0] data_in,
  input clk,rst,start_tx,baud_tick,
  output reg tx_done,
  output reg tx_line 
);
  parameter [3:0] idle   = 4'b0001,
                  start  = 4'b0010,
				  data   = 4'b0100,
				  stop   = 4'b1000;
  reg [3:0] ps, ns;           
  reg [3:0] tick_counter;     
  reg [2:0] bit_index;        
  reg [7:0] tx_data;          
  always @ (posedge clk or posedge rst) begin
       if(rst) begin
          ps <= idle;
		  tick_counter <=0;
		  bit_index <=0;
	   end  else begin
           ps<=ns;
	   end
  end
  always @(*) begin
     case (ps)
          idle: begin
              if (start_tx) begin
                 ns=start;
			  end else begin
                 ns=idle;
			  end
		  end
		  start : begin
              if(baud_tick) begin
                 ns=data;
			  end else begin
                 ns=start;
			  end
		  end
		  data: begin
              if(baud_tick) begin
                 if(bit_index==7)begin
                    ns=stop;
				 end else begin
                    ns=data;
				 end
			  end
		  end
		  stop: begin
              if(baud_tick && tx_done) begin
			    ns=idle;
			  end else begin
                ns=stop;
			  end
		  end
		  default :ns=ps;
	 endcase
  end
  always @ (posedge clk) begin
    case(ps)
	    idle : begin          
		   tx_line <= 1;
		   if (start_tx)begin
               tx_done<=0;
			   tx_data<=data_in;
		   end else begin
               tx_done<=0;
		   end          
		end
		start : begin         
		   tx_done<=0;
		   tx_line<=0;
		   bit_index<=0;
		end
		data : begin                         
		 if(baud_tick) begin
		    if(tick_counter==0) begin
              tx_line <= tx_data[bit_index];   
			  tick_counter <= tick_counter+1;
			end else begin
               if(tick_counter==15)begin
                 bit_index <= bit_index+1;
				 tick_counter <=0;
			   end else begin
			      tick_counter <=tick_counter+1;
               end
			end
		  end
		  end
		  stop: begin                     
             if(baud_tick) begin
               tx_line <=1;
			    if(tick_counter==15)begin
                   tx_done <=1;
				   tick_counter<=0;
				end else begin
				   tick_counter <= tick_counter+1;
			 end
		  end
		end
        default : begin
           tx_done <=1;
		   tx_line <=1;
		   bit_index <=0;
		   tick_counter <=0;
		end
	endcase	
  end
endmodule
==> out/qor.txt <==
data required time at the worst endpoint - 1.84 ns
accumulated negative setup slack - 0 ns
DP Wirelength - 1112 um
min Tclk post-route - 1.524 ns
leading area contributor after synthesis - sky130_fd_sc_hd__dfrtp_1
number of inserted diodes - 0
Core Util at FP - 11.61%
setup repair after global routing missed its margin - false
TritonCTS buffer count - 3
instance tally after logic synthesis - 90
number of max-slew violations in the final report - 0
power density over the cells - 482.3 nW/um^2
Slew HR - 64.78%
post-synthesis async set-or-reset flop share - 66.67%
post-CTS sizing - 0
number of remaining DRC errors - 0
maximum number of pins on one net before global-route repair - 15
ratio of cells with drive above 1 in the final layout - 7.447%
number of top-level pins - 23
CP top delay family - buffers and inverters
cell area after synthesis - 944.7 um^2
count of TritonRoute iterations in the first routing pass - 4
insertion delay at the late pin of the worst-skew pair - 0.25 ns
count of unclocked register or latch pins - 4
chip area - 12320 um^2
Die Height - 111 um
critical path start-end classification - reg -> out
Cell Chain, Critical Path - clkdlybuf4s50_1
worst-path cell with the longest stage delay - sky130_fd_sc_hd__clkdlybuf4s50_1
cell count listed in synth_stat.txt - 90
quantity of I/O buffers inserted on ports - 5
H-tree Lvls - 1
Log Warnings - 34
hold violation count in the final report - 0
Top cells by area - sky130_fd_sc_hd__dfrtp_1 (34%), sky130_fd_sc_hd__edfxtp_1 (9.5%), sky130_fd_sc_hd__buf_4 (7.2%)
wire length per cell - 7.563 um
Post-synth EDFFs - 3
chip area in the Yosys report - 944.7 um^2
post-route fraction of the period consumed by the critical path - 66.25%
CTS tree - built
Worst Max-Slew Pin Slew - 0.5277 ns
hold-fix buffers at CTS - 0
Levels on crit path - 1
Buf+Inv Stages, Crit Path - 1
Vias - 592
Setup Fix Bufs, Post-CTS - 0
cell row count - 33
sort of element at the start of the critical path - register
fillcell total - 914
maximum clock path buffer count - 2
highest clock frequency the design can meet - 0.6563 GHz
Yosys warnings - 34
global-route wire length before repair - 2615 um
overall power after layout - 538.9 uW
DRT Wirelength - 1505 um
type of the worst min-delay path - reg -> reg
crit-path max FO - 2
Data arrival, critical path - 1.06 ns
Critical Path Sink Type - primary output
total of endpoints with negative setup slack in the final report - 0
number of nets with antenna violations after routing - 0
via count of the first global-routing pass - 579
Max Cap Violations - 0
leakage power total - 0.0004477 uW
initial antenna violation count - 0
number of vias per cell after detailed routing - 2.975
endpoints left unconstrained - 8
Congestion Overflow GR - 0
number of cells on the worst reg-to-reg path - 6
number of cells on the worst hold path - 1
die outline width - 111 um
Max stage delay on crit path - 0.47 ns
starting DRC count in detailed routing - 15
commonest register cell after synthesis - sky130_fd_sc_hd__dfrtp_1
share of Yosys cell area claimed by the top area cell type - 34.44%
clock root buffer - sky130_fd_sc_hd__clkbuf_8
clock input transition at the sequential cells of the worst setup and hold paths - 0.06 ns
maximum vdd ir drop - 0.1597 mV
outcome - finished clean
core region area - 8134 um^2
growth of design area from synthesis to finish - 18.28%
final weighted congestion in routability-driven placement - 0.7395
Syn Area/Cell - 10.50 um^2
worst-case clock skew - 0.0006824 ns
total global-route track usage - 2.325%
number of storage elements in the synthesis netlist - 21
unique cell type count in the Yosys netlist - 33
## report_power, final
| group | total (uW) | switching, uW | internal (uW) |
|---|---|---|---|
| Combinational | 11.8 | 6.84 | 4.99 |
| Sequential | 306 | 0.000000913 | 306 |
| Clock | 221 | 98.5 | 123 |
## registers in the layout (all words and copies together) (netlist names)
name	cells
transmitter.tx_line	1
baud_generator.baud_counter	9
transmitter.ps	4
baud_generator.baud_tick	1
transmitter.tx_data	1
transmitter.tx_done	1
transmitter.ns	4
## cells by family after synthesis
logic type      after synthesis  share of synthesized area [%]
fa+ha+maj                     2                          2.649
latches                       4                          6.358
flops                        17                          46.76
xor+xnor                      7                          6.490
mux                           1                          1.060
buf+inv                      16                          10.07
compound gates                8                          5.297
simple gates                 34                          20.93
other cells                   1                         0.3970
## cells in the final DEF (no fill, tap or decap)
master	n
sky130_fd_sc_hd__a21oi_1	2
sky130_fd_sc_hd__a31o_2	1
sky130_fd_sc_hd__and3_1	2
sky130_fd_sc_hd__and4_1	1
sky130_fd_sc_hd__clkbuf_1	1
sky130_fd_sc_hd__clkbuf_8	3
sky130_fd_sc_hd__clkdlybuf4s50_1	5
sky130_fd_sc_hd__conb_1	9
sky130_fd_sc_hd__dfrtp_1	13
sky130_fd_sc_hd__dfstp_2	1
sky130_fd_sc_hd__dlxtn_1	4
sky130_fd_sc_hd__edfxtp_1	3
sky130_fd_sc_hd__ha_1	2
sky130_fd_sc_hd__inv_1	3
sky130_fd_sc_hd__mux2i_1	1
sky130_fd_sc_hd__nand2_1	6
sky130_fd_sc_hd__nand2b_1	3
sky130_fd_sc_hd__nand3_1	3
sky130_fd_sc_hd__nand3b_1	1
sky130_fd_sc_hd__nand4_1	2
sky130_fd_sc_hd__nand4b_1	1
sky130_fd_sc_hd__nor2_1	8
sky130_fd_sc_hd__nor2b_1	2
sky130_fd_sc_hd__nor3_1	1
sky130_fd_sc_hd__nor3b_1	1
sky130_fd_sc_hd__nor4_4	1
sky130_fd_sc_hd__nor4b_1	1
sky130_fd_sc_hd__o21ai_0	3
sky130_fd_sc_hd__o21ai_1	1
sky130_fd_sc_hd__o41a_1	1
sky130_fd_sc_hd__or2_2	1
sky130_fd_sc_hd__xnor2_1	4
sky130_fd_sc_hd__xor2_1	3
## metrics by stage
step	cells	hold WS [ns]	instance area [um^2]	utilization, %	setup slack, ns
2_1_floorplan	98	0.3485	974.7	-	0.9244
3_3_place_gp	195	0.4727	1072	13.18	0.6763
3_5_place_dp	195	0.4740	1072	13.18	0.6823
4_1_cts	199	0.4818	1117	13.74	0.7356
5_1_grt	199	0.4900	1117	13.74	0.5912
6_report	199	0.4769	1117	13.74	0.7763
## worst reg2reg max path, stage by stage (launching register included)
cell and delay (ns):
sky130_fd_sc_hd__dfrtp_1 0.43, sky130_fd_sc_hd__inv_1 0.08, sky130_fd_sc_hd__ha_1 0.13, sky130_fd_sc_hd__nand4b_1 0.14, sky130_fd_sc_hd__nor4_4 0.40, sky130_fd_sc_hd__nand2b_1 0.16, sky130_fd_sc_hd__mux2i_1 0.06
## layer usage
metal  vias to the layer above  track usage [%]  share of wire [%]
li1                        293                -                  -
met1                       289            3.286                 50
met2                        10            3.577                 46
met3                         0           0.5473                4.0
met4                         0           0.3472                  0
met5                         -                0                  0
## synthesized netlist by cell type, types with 2 or more instances
| library cell | instances |
|---|---|
| sky130_fd_sc_hd__a21oi_1 | 2 |
| sky130_fd_sc_hd__and3_1 | 2 |
| sky130_fd_sc_hd__buf_4 | 9 |
| sky130_fd_sc_hd__clkbuf_1 | 3 |
| sky130_fd_sc_hd__dfrtp_1 | 13 |
| sky130_fd_sc_hd__dlxtn_1 | 4 |
| sky130_fd_sc_hd__edfxtp_1 | 3 |
| sky130_fd_sc_hd__ha_1 | 2 |
| sky130_fd_sc_hd__inv_1 | 3 |
| sky130_fd_sc_hd__nand2_1 | 6 |
| sky130_fd_sc_hd__nand2b_1 | 3 |
| sky130_fd_sc_hd__nand3_1 | 3 |
| sky130_fd_sc_hd__nand4_1 | 2 |
| sky130_fd_sc_hd__nor2_1 | 8 |
| sky130_fd_sc_hd__nor2b_1 | 2 |
| sky130_fd_sc_hd__o21ai_0 | 3 |
| sky130_fd_sc_hd__xnor2_1 | 4 |
| sky130_fd_sc_hd__xor2_1 | 3 |
## path summary, 6_finish.rpt
check,from,endpoint,slack [ns]
min reg2reg,baud_generator.baud_counter[5]$_DFF_PP0_,baud_generator.baud_counter[5]$_DFF_PP0_,0.48
min in group asynchronous,rst,baud_generator.baud_counter[7]$_DFF_PP0_,0.55
min,baud_generator.baud_counter[5]$_DFF_PP0_,baud_generator.baud_counter[5]$_DFF_PP0_,0.48
max in group asynchronous,rst,transmitter.ps[0]$_DFF_PP1_,1.39
max reg2reg,baud_generator.baud_counter[0]$_DFF_PP0_,baud_generator.baud_counter[8]$_DFF_PP0_,0.78
max,transmitter.tx_done$_DFFE_PN_,tx_done,0.78
## layout make-up
type                            count  area, um^2  share of cell area [%]
Inverter                            3       11.26                   1.008
Timing Repair Buffer                5       50.05                   4.479
Tap cell                          105       131.4                   11.76
Multi-Input combinational cell     61       377.9                   33.82
Clock buffer                        4       45.04                   4.031
Sequential cell                    21       501.7                   44.90
No activity file was given, so power comes from the tool's default toggle rates.
